===== flow/constraint.sdc =====
current_design seven_segment_led

set clk_period 1.6
set clk_io_pct 0.2

create_clock -name clk0 -period $clk_period

set non_clock_inputs [all_inputs -no_clocks]
set_input_delay [expr $clk_period * $clk_io_pct] -clock clk0 $non_clock_inputs
set_output_delay [expr $clk_period * $clk_io_pct] -clock clk0 [all_outputs]

===== flow/design.v =====
module seven_segment_led( input [3:0] in,
                           output reg [6:0] out,
                           output reg [3:0] a
                           );
           always @(*) begin
             case(in)
                4'b0000: out = 7'b1000000;
                4'b0001: out = 7'b1111001;
                4'b0010: out = 7'b0100100;
                4'b0011: out = 7'b0110000;
                4'b0100: out = 7'b0011001;
                4'b0101: out = 7'b0010010;
                4'b0110: out = 7'b0000010;
                4'b0111: out = 7'b1111000;
                4'b1000: out = 7'b0000000;
                4'b1001: out = 7'b0010000;
                default: out = 7'bxxxxxxx;
             endcase
           end
           always@(*) begin 
           a=4'b0001;
           end  
endmodule

===== flow/config.mk =====
export PLATFORM = sky130hd
export DESIGN_NAME = seven_segment_led
export DESIGN_NICKNAME = seven_segment_led
export VERILOG_FILES = /design/flow/design.v
export SDC_FILE = /design/flow/constraint.sdc
export NUM_CORES = 4
export LEC_CHECK = 1
export CORE_AREA = 10 10 70 70
export DIE_AREA = 0 0 80 80

===== flow/run.sh =====
#!/bin/bash
# OpenROAD 26Q1-2900-gdf79404cd8, Yosys 0.63+post, stock flow scripts
make -C /OpenROAD-flow-scripts/flow DESIGN_CONFIG=/design/flow/config.mk WORK_HOME=/design/flow/orfs finish

==> results.json <==
{
  "mux_area_frac": 0.05195,
  "vias_per_cell": 2.385,
  "regArea_um2": 0,
  "ys_sh_adder": 0.3247,
  "gr-total-overflow": 0,
  "die_w_um": 80,
  "path_class": "input port to primary output",
  "fp.dieH_um": 80,
  "synth-xor-area-share": 0,
  "post-route-util": 0.1264,
  "io_pins": 15,
  "synth_cell_type_count": 12,
  "drc": 0,
  "min_delay_worst_endpoint": "out[5]",
  "ys.warnings.count": 1,
  "logic_family": "adder cells",
  "grt_busiest_layer": "met2",
  "grt_pass1_wl_um": 1000,
  "setup_violations": 0,
  "nFillCells": 391,
  "drt_iter0_drc": 4,
  "hold_viol": 0,
  "slew_viol_final": 0,
  "hold_slack_ns": 1.001,
  "ant_nets": 0,
  "p_leak_nw": 0.2177,
  "wire_per_inst_um": 6.769,
  "gr-usage-met1": 0.02505,
  "io_buffers": 11,
  "syn_to_final_growth_pct": 124.0,
  "grt_usage": 0.01778,
  "power_density_nw_per_um2": 172.7,
  "critPathMaxFanout": 3,
  "compound_area_frac": 0.1039,
  "min_period_over_period": 0.9361,
  "whs_path_depth": 4,
  "ir_worst_vdd_uv": 28.13,
  "status": "complete, no violations",
  "die_area_um2": 6400,
  "antenna_found_initial": 0,
  "period_minus_slack_ns": 1.498,
  "routed_wl_um": 616,
  "power.total_w": 0.00007454,
  "cts_hold_buf": 0,
  "worst_setup_path_end_kind": "primary output",
  "yosys.stat.seqShare": 0,
  "avgSynthCellArea_um2": 7.136,
  "hold_path_class": "input port to primary output",
  "met2_usage": 0.02889,
  "rsz0062_at_grt": "no",
  "fin_setup_tns_ns": 0,
  "seq_cells": 0,
  "rows": 21,
  "initCoreUtil": 0.05641,
  "worstPathRequired_ns": 1.28,
  "maxCapViolations": 0,
  "diodes": 0,
  "warnings": 36,
  "vias": 217,
  "grt.met3_usage": 0.003409,
  "grt_pass1_vias": 220,
  "core_um2": 3416,
  "grt_max_degree": 7,
  "clock.fmax_mhz": 667.7,
  "start_kind": "input port",
  "dp_hpwl_um": 486.5,
  "simple_gate_share": 0.2857,
  "hp-start": "in[2]",
  "syn_inst": 27,
  "yosysChipArea_um2": 192.7,
  "yosys_cells": 27,
  "clkbuf_count": 0,
  "place_congestion": 0.6980,
  "drive_above_1_share": 0.4889,
  "firstDrtPassIters": 2,
  "arrival_ns": 1.18,
  "syn-cell-area_um2": 192.7
}
final cells by class:
cell class         count  area, µm²  share of cell area
multi-input cells     23      193.9              0.4493
repair buffers        20      167.7              0.3884
inverters              2      12.51             0.02899
well taps             46      57.56              0.1333
worst max-delay path, cell delays in order:
cell	delay, ns
buf_6	0.08
inv_4	0.04
buf_4	0.12
ha_1	0.16
or2_1	0.23
a21oi_2	0.13
clkbuf_2	0.10
logic make-up (layout without fill, tap and decap cells):
logic type | Yosys count | after routing
buf+inv | 6 | 22
mux | 1 | 1
fa+ha+maj | 5 | 5
simple gates | 9 | 9
other cells | 2 | 4
compound gates | 4 | 4
power by group:
part	internal, W	switching (W)
Clock	0	0
Sequential	0	0
Combinational	0.0000465	0.0000280
worst max-delay path by stage:
stage	from	to	slack, ns	depth (start not counted)
global route	in[1]	out[5]	0.04	7
finish	in[1]	out[5]	0.10	7
CTS	in[0]	out[1]	0.003	5
metal layers:
metal  routed length [µm]  up-vias
met2                  255       10
li1                     -      113
met5                    0        -
met1                  314       94
met3                   45        0
met4                    0        0
cells in the final DEF (no fill, tap or decap):
cell / instances
nand2_1: 2
and2_4: 1
ha_2: 1
buf_6: 2
conb_1: 4
nand2b_1: 2
clkdlybuf4s15_2: 1
dlygate4sd2_1: 5
buf_4: 9
mux2i_1: 1
clkbuf_2: 1
ha_1: 3
inv_4: 2
or2_1: 2
nor3b_2: 1
dlymetal6s2s_1: 1
nor2b_4: 1
ha_4: 1
a21oi_1: 3
a21oi_2: 1
buf_2: 1
synth_stat cells:
cell,count,area [µm²]
mux2i_1,1,10.01
nand2b_1,2,12.51
nand2_1,2,7.510
buf_4,4,30.03
a21oi_1,4,20.02
nor3b_1,1,7.510
and2_1,1,6.260
or2_1,2,12.51
conb_1,2,7.510
ha_1,5,62.56
nor2b_2,1,8.760
inv_1,2,7.510
timing repair:
action,CTS,global route
setup endpoints to repair,7,2
pin swaps,4,3
endpoints found under the hold margin,0,0
resized,31,5
buffers inserted,2,0
through the flow:
step	instance area, µm²	cells	setup slack [ns]
after global placement	390.4	89	-0.6679
after detailed placement	390.4	89	-0.6669
after floorplan	200.2	29	0.4004
after CTS	427.9	91	0.002677
final	431.7	91	0.1022
after global routing	431.7	91	0.03977
Power and IR drop assume default switching activity.
