File: /design/flow/run.sh
#!/bin/bash
# OpenROAD 26Q1-2900-gdf79404cd8, Yosys 0.63+post, stock flow scripts
make -C /OpenROAD-flow-scripts/flow DESIGN_CONFIG=/design/flow/config.mk WORK_HOME=/design/flow/orfs finish
File: /design/flow/config.mk
export PLATFORM = sky130hd
export DESIGN_NAME = clckdivi
export DESIGN_NICKNAME = clckdivi
export VERILOG_FILES = /design/flow/design.v
export SDC_FILE = /design/flow/constraint.sdc
export NUM_CORES = 4
export LEC_CHECK = 1
export CORE_UTILIZATION = 50
File: /design/flow/constraint.sdc
current_design clckdivi

set clk_period 5.9
set clk_io_pct 0.2

create_clock -name clk0 -period $clk_period [get_ports {clk}]

set non_clock_inputs [all_inputs -no_clocks]
set_input_delay [expr $clk_period * $clk_io_pct] -clock clk0 $non_clock_inputs
set_output_delay [expr $clk_period * $clk_io_pct] -clock clk0 [all_outputs]
File: /design/flow/design.v
module clckdivi(
input clk,
output reg sec_led,
output reg[3:0]seg_en,
output reg[6:0]seg
 );
 reg[24:0]count;
 reg clk_1hz;
 reg [1:0]clk_1khz;
 reg [14:0]count1;
 always @(posedge clk) begin
 count<=count+1;
 if(count==25000000 - 1)begin
 count<=0;
 clk_1hz=~clk_1hz;
 sec_led<=~sec_led;
 end
 end
 always @(posedge clk)begin
 count1<=count1+1;
 if(count1==25000 - 1)begin
 count1<=0;
 clk_1khz<=clk_1khz+1;
 end
 end
 reg[5:0] sec=0;
 reg [5:0]min=0;
 reg [4:0]hr=0;
 always@(posedge clk_1hz)begin
 if(sec==59)begin
 sec<=0;
 if(min==59)begin
 min<=0;
 if(hr==23)
 hr<=0;
 else
 hr<=hr+1;
 end
 else
 min<=min+1;
 end
 else
 sec<=sec+1;
 end
wire[3:0]min_ones=min%10;
wire[3:0]min_tens=min/10;
wire[3:0]hr_ones=hr%10;
wire[3:0]hr_tens=hr/10;
reg[3:0]digit;
always @(*)begin
case(clk_1khz)
2'd0: begin digit=min_ones; seg_en=4'b1000;end
2'd1: begin digit=min_tens; seg_en=4'b0100;end
2'd2: begin digit=hr_ones; seg_en=4'b0010;end
2'd3: begin digit=hr_tens; seg_en=4'b0001;end
endcase
end
always @(*)begin
case(digit)
   4'd0: seg = 7'b1000000;
   4'd1: seg = 7'b1111001;
   4'd2: seg = 7'b0100100;
   4'd3: seg = 7'b0110000;
   4'd4: seg = 7'b0011001;
   4'd5: seg = 7'b0010010;
   4'd6: seg = 7'b0000010;
   4'd7: seg = 7'b1111000;
   4'd8: seg = 7'b0000000;
   4'd9: seg = 7'b0010000;
endcase
end
endmodule
==> changes_impl.md <==
## Implementation

- Status: finished clean
- Port bufs: 12
- CP Launch Type: flop
- GPL Wtd Cong: 0.803
- Crit-path slowest cell: clkdlybuf4s50_1
- Post-DP Area: 3950 um^2
- Die H: 88.6 um
- Post-synthesis instance area: 3750 um^2
- Max Cap Viol: 0
- Placed wire-length estimate: 4.71 mm
- Number of diodes: 0
- Chip Width: 88.6 um
- Ys flop type: dfxtp_1
- Vias per cell: 5.34
- Antenna Nets Post-Route: 0
- DRC: 0
- Chip area: 7850 um^2
- Post-cts resize count: 0
- Worst EP arrival: 2020 ps
- Latency at later pin: 280 ps
- RSZ-0062 raised after global routing: false
- Tightest Pin Transition: 815 ps
- Total chip power: 469 uW
- Hold_buf cts: 0
- Post-synthesis cell count from yosys: 409
- Layout cells sized above 1: 6.94%
- Cell Count, Final, Fillers Out: 517
- DR vias: 2759
- Register pins left without a clock: 24
- Peak supply drop: 0.209 mV
- Number of DRC markers in iteration 0: 104
- GR Overflow Total: 0
- First-pass GRT wire length: 11.1 mm
- PwrDens: 117 nW/um^2
- Crit share post-route: 54.2%
- Drt wl/cell: 12.1 um
- CTS tree: done
- Slew Viols, Final: 0
- Warnings from Yosys: 1
- Total GRT Usage: 17.9%
- Number of OpenROAD warnings: 31
- Avg Synthesized Cell Area: 9.17 um^2
- CTS buffer count: 5
- Hold Violations, Final: 0
- Min Tclk post-route: 3200 ps
- Vias in the first global route: 2488
- Top achievable clock speed: 313 MHz
- FILL cells: 674
- Synth flops: 68
- Critical-path cell list: inv_1 -> ha_1 -> clkdlybuf4s50_1
- Clock Path Buffers: 2
- Flip-flops with a built-in enable: 15
- Max_slew headroom: 45.2%
- Number of instances in the placed design: 510
- Setup TNS: 0 ps
- Initial antenna violation count: 0
- Crit Path Max Fanout: 17
- H-tree depth: 2
- Largest net degree at the start of global routing: 19
- Netlist cell types: 67
- Final WL: 6.26 mm
- Crit-path max cell delay: 610 ps
- Setup bufs post-CTS: 0
- Crit end category: primary output
- Crit path DRT: 4720 ps
- Clock Skew: 5.40 ps
- FP Util: 51.7%
- Endpoints failing setup: 0
- Core Area: 7250 um^2
- Worst Hold Class: flop to flop
- Root buf cell: clkbuf_8
- DRT Pass-1 Iters: 4
- Final Instance Area: 4020 um^2
- Synth-to-layout area growth: 7.34%
- # rows: 31
- Setup Crit Path Kind: flop to primary output
- Yosys chip area: 3750 um^2
- Ys async rst share: 0%
- Mapped Cells: 409
- IO Count: 13
- Endpoints left unconstrained: 42
- CTS clk-pin slew, worst paths: 70 ps
- Leak pwr: 1.47 nW
[worst max-delay path, delay by kind of cell, from the launching register on]
| kind | cells | cell delay (ps) |
|---|---|---|
| buffers and inverters | 2 | 740 |
| flip-flops | 1 | 420 |
| adder cells (fa/ha/maj) | 1 | 570 |
[logic make-up after synthesis]
group                    count (synthesis)  synth area share [%]
latches                                  7                  2.80
XOR/XNOR                                40                  9.35
adder cells (fa/ha/maj)                 19                  6.34
multiplexers                             9                  2.57
AND/OR/NAND/NOR                        170                  22.7
flip-flops                              61                  36.6
buffers and inverters                   29                  3.57
AND-OR/OR-AND                           74                  16.1
[routing by layer]
layer  vias to the layer above  part of all wire, %  GRT usage (%)
li1                       1473                    -              -
met1                      1251                   53           29.4
met2                        31                   44           27.9
met3                         4                  2.1           1.70
met4                         0                 0.82           1.61
met5                         -                    0              0
[final cells by class]
| cell class | count | area [um^2] | share of cell area, % |
|---|---|---|---|
| Clock buffer | 7 | 76.3 | 1.90 |
| Inverter | 16 | 60.1 | 1.49 |
| Multi-Input combinational cell | 312 | 2140 | 53.3 |
| Sequential cell | 68 | 1480 | 36.7 |
| Tap cell | 99 | 124 | 3.08 |
| Timing Repair Buffer | 15 | 143 | 3.54 |
[flip-flops by register name (all words and copies together), names as in the netlist]
signal	cells
clk_1khz	2
min	6
sec_led	1
count	25
hr	5
sec	6
seg	7
count1	15
clk_1hz	1
[placed cells by master (no fill, tap or decap), types with 4 or more instances in the layout]
master            n
dfxtp_1          46
nor2_1           44
nand2_1          35
nand3_1          25
xor2_1           23
ha_1             19
o21ai_0          18
xnor2_1          17
inv_1            16
edfxtp_1         15
clkdlybuf4s50_1  12
nand4_1          11
nand2b_1          9
a21oi_1           8
and3_1            7
nor2b_1           7
dlxtn_1           7
o211ai_1          6
a31oi_1           6
nor3_1            6
mux2_2            5
and2_1            5
clkbuf_8          5
mux2i_1           4
nor4_1            4
[path summary, 6_finish.rpt]
path	start	to	slack [ps]	cells after the start
worst min-delay path	count1[0]	count1[0]	450	1
worst min register to register	count1[0]	count1[0]	450	1
worst max-delay path	clk_1khz[0]	seg_en[3]	2700	3
worst max register to register	count[0]	count[24]	3540	10
[report_power, final]
part | internal [mW] | switching [mW] | leakage (nW)
combinational | 0 | 0 | 0.840
clock | 0.0814 | 0.0870 | 0.0383
sequential | 0.301 | 0 | 0.596
[stage by stage]
step                util, %  hold slack (ps)  setup WS, ps
global route           55.5              462          2570
detailed placement     54.4              438          3010
CTS                    55.5              448          2690
floorplan                 -              418          3780
finish                 55.5              447          2700
global placement       54.4              427          3040
[Yosys cell counts (all sizes together), types with 2 or more instances]
cell	number	area [um^2]
a211oi	3	27.5
a21o	3	30.0
a21oi	9	48.8
a221oi	3	61.3
a22o	3	26.3
a31o	2	26.3
a31oi	6	37.5
and2	5	31.3
and3	7	43.8
buf	8	55.1
clkbuf	5	18.8
dfxtp	46	921
dlxtn	7	105
edfxtp	15	450
ha	19	238
inv	16	60.1
mux2	5	56.3
mux2i	4	40.0
nand2	36	138
nand2b	10	65.1
nand3	25	125
nand4	11	68.8
nor2	44	165
nor2b	7	43.8
nor3	7	40.0
nor3b	2	15.0
nor4	5	31.3
o211ai	6	45.0
o21a	2	15.0
o21ai	20	104
o2bb2ai	2	23.8
o31a	4	43.8
o31ai	2	25.0
or2	2	12.5
or3	3	18.8
xnor2	17	149
xor2	23	201
Power figures rest on the tool's default switching activity, not on a simulated workload.
